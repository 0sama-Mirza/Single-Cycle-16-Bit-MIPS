--- design.v ---
module Data_Mem (A,WD,WE,RE,clk,RD,rst);
    input [15:0] A,WD;
    input clk,WE,RE,rst;
    output [15:0] RD;
    reg[15:0] Data_MEM [255:0];
    assign RD = ((WE == 1'b0) & (WD == 1'b1) & (RE) & (rst)) ? Data_MEM[A] : 16'b0;
    always @(posedge clk) begin
        if(WE)
            begin
                Data_MEM[A] <= WD;
            end
    end
    initial begin
        Data_MEM[0] = 16'b0000000000000000;
        Data_MEM[1] = 16'b0000000000000001;
        Data_MEM[2] = 16'b0000000000000010;
    end
endmodule
--- run.sh ---
#!/bin/bash
# OpenROAD 26Q1-2900-gdf79404cd8, Yosys 0.63+post, stock flow scripts
make -C /OpenROAD-flow-scripts/flow DESIGN_CONFIG=/design/flow/config.mk WORK_HOME=/design/flow/orfs finish
--- config.mk ---
export PLATFORM = sky130hd
export DESIGN_NAME = Data_Mem
export DESIGN_NICKNAME = Data_Mem
export VERILOG_FILES = /design/flow/design.v
export SDC_FILE = /design/flow/constraint.sdc
export NUM_CORES = 4
export LEC_CHECK = 1
export CORE_UTILIZATION = 50
--- constraint.sdc ---
current_design Data_Mem

set clk_period 44.6
set clk_io_pct 0.2

create_clock -name clk0 -period $clk_period [get_ports {clk}]

set non_clock_inputs [all_inputs -no_clocks]
set_input_delay [expr $clk_period * $clk_io_pct] -clock clk0 $non_clock_inputs
set_output_delay [expr $clk_period * $clk_io_pct] -clock clk0 [all_outputs]
==> results_dict.tcl <==
# collected from the flow reports
set metrics [dict create \
    enable_flop_cells 4096 \
    post-route-drc-count 0 \
    timing.critical_path.fanout_max 61 \
    first_global_vias 82470 \
    cts.root.buffer_cell "clkbuf_16" \
    p_sw_mw 1.669 \
    ir_drop_mv 0.03568 \
    cpMaxStageDelayCell "buf_4" \
    crit_path_cell_trace "buf_16 -> buf_12 -> buf_4 -> buf_4 -> buf_4 -> buf_4 -> mux4_2 -> a22oi_1 -> nand4b_1 -> a211oi_1 -> buf_4 -> o221ai_1 -> clkdlybuf4s50_1" \
    swShare_pct 20.90 \
    most_frequent_logic_cell_in_the_layout "edfxtp_1" \
    maxClockFrequency_ghz 0.04183 \
    row_count 205 \
    groute.usage.overall_pct 29.05 \
    cts.reportedPaths.clkPinSlew_ns 0.06 \
    synth_top_flop_cell "edfxtp_1" \
    timing_hold_violations_final 0 \
    wire_per_inst_um 32.40 \
    yosys_warnings 1 \
    cts_tree "done" \
    die_h_um 563.8 \
    wirelength_um 400800 \
    drtPass1Iterations 5 \
    fin_total_pwr_mw 7.986 \
    cell_count_in_the_yosys_report 7400 \
    internal-power_mw 6.317 \
    core_util_floorplan_pct 50.44 \
    yosys-stat-area_um2 157800 \
    power.share.clock_pct 42.2 \
    post_synthesis_instance_area_um2 157800 \
    grt_remaining_overflow 0 \
    fp.dieW_um 563.8 \
    route.met3.wl_um 73510 \
    maximum_count_of_clock_buffers_along_a_single_path 4 \
    ios 52 \
    synth_flops 4096 \
    standby_leakage_power_nw 57.04 \
    largest_reg_flops 4096 \
    syn_to_final_growth_pct 13.23 \
    core_area_um2 312900 \
    vias_per_cell 6.153 \
    detailroute.via_count 76110 \
    critical_path.startpoint_type "primary input" \
    log.warning_count 38 \
    timing.setup.tns_ns 0 \
    critPathMostFrequentCell "buf_4" \
    cpPeakStageDelay_ns 0.66 \
    wirelength_met1_um 123900 \
    cp-end-kind "output port" \
    route.met2.wl_um 188900 \
    postSynthAreaPerCell_um2 21.33 \
    holdBufCountCts 0 \
    highest_layer "met5" \
    synth_cells 7400 \
    final_max_slew_viol_count 0 \
    grt_max_degree 119 \
    p_seq_share_pct 53.2 \
    drtIter0Drc 5026 \
    ys_seq_share_pct 77.93 \
    run_status "finished clean" \
    largest-register "Data_MEM" \
    hp-start "WD[11]" \
    synth_async_sr_flop_share_pct 0 \
    pwr-share-comb_pct 4.7 \
    setup_viol 0 \
    chip_area_um2 317900 \
    largestRegisters "Data_MEM (4096)" \
    post-dp-hpwl_um 237900 \
    cellPowerDensity_nw_per_um2 44.69 \
    final_cell_mix "edfxtp_1 (4096), mux4_2 (764), mux2i_1 (582), buf_4 (505), clkbuf_16 (414)" \
    synth.lib_cells_used.distinct 47 \
    worst_ep_required_time_ns 35.68 \
    arrival_ns 14.99 \
    cts_resized 0 \
    max_cap_violations 0 \
    fin_crit_ns 23.91 \
    detail-route-antenna-nets 0 \
    holdCritPathClass "primary input to register" \
    setup.worst_path.end "RD[3]" \
    worstSetupPathType "primary input to output port" \
    cts.sinks 4096 \
    portBuffers 43 \
    grt_first_pass_wirelength_um 576500 \
    crit_start "A[0]" \
    rsz0062_at_grt "false" \
    maxSlewHeadroom_pct 28.06 \
    fraction_of_final_layout_cells_sized_beyond_drive_strength_1_pct 24.88 \
    grt_antenna_before_repair 8 \
    postLayoutCellArea_um2 178700 \
    gp_congestion 0.9100 \
    worst_slew_pin_slew_ns 1.078 \
    cts.htree.levels 5 \
    final.period_utilization_pct 53.60 \
    dpl-instance-area_um2 165500 \
    cts_inserted_buffers 409 \
    number_of_buffers_inserted_to_repair_setup_after_cts 0 \
]
[metrics by stage]
step                worst slack (ns)  instances  hold slack (ns)  util, %
detailed placement             20.53      11620            9.289    52.89
CTS                            20.52      12360            8.273    57.10
global route                   20.19      12360            8.303    57.10
finish                         20.70      12370            8.315    57.11
floorplan                      24.74       7400            9.019        -
global placement               20.49      11620            9.281    52.89
[cell families after synthesis]
kind of cell           after synthesis  synth area share (%)
DFF                               4096                 77.93
AOI/OAI and AO/OA                  728                 3.319
muxes                             1393                 14.93
buffers and inverters              475                 1.538
and+or+nand+nor                    708                 2.281
[power by group through the flow]
stage         Combinational [mW]  Sequential [mW]  Clock (mW)
global route               0.399             4.24        3.56
CTS                        0.376             4.24        3.42
finish                     0.373             4.24        3.37
[cell usage after synthesis, drive strengths merged (2+ instances only)]
cell type  count  area share, %
and3          47           0.19
nand4b        18           0.10
nor2         255           0.61
mux4         764             11
nand4bb        4          0.029
mux2i        582            3.7
a32oi         60           0.33
or3            3          0.012
clkbuf       224           0.53
nand2         46           0.11
nor4          33           0.13
nor3          32           0.10
and2           7          0.028
a221oi        34           0.19
o32ai         15          0.083
or2            2         0.0079
o211ai        18          0.086
o221ai        16          0.089
edfxtp      4096             78
a21oi         50           0.16
inv            4         0.0095
nand4         36           0.14
a22o          30           0.17
a211oi        30           0.14
and3b         17          0.094
nor4b          3          0.017
o22ai        128           0.51
a22oi        248            1.2
o21ai         32           0.10
mux2          47           0.34
buf          247            1.0
nand3        125           0.40
nand2b         5          0.020
nor2b         73           0.29
a31oi         47           0.19
o31ai         16          0.076
[worst max-delay path, delay by kind of cell]
family / cells / cell delay, ns
AOI/OAI and AO/OA: 3 / 0.92
buffers and inverters: 8 / 3.85
muxes: 1 / 0.59
and+or+nand+nor: 1 / 0.53
[worst min path at each step]
| stage | end | cells past startpoint |
|---|---|---|
| after CTS | Data_MEM[50][11] | 1 |
| after global routing | Data_MEM[135][8] | 1 |
| final | Data_MEM[48][11] | 1 |
[per-layer routing]
layer | GRT usage (%) | up-vias
met5 | 2.902 | -
met4 | 7.151 | 26
met3 | 22.66 | 588
met2 | 41.19 | 4677
met1 | 37.00 | 38550
li1 | - | 32270
[layout make-up]
cell class | count | area, µm²
inverters | 4 | 16.27
repair buffers | 554 | 4479
diodes | 12 | 30.03
clock inverters | 245 | 2519
multi-input cells | 2829 | 32840
flip-flops and latches | 4096 | 123000
well taps | 4140 | 5180
fillers | 22240 | 134200
clock buffers | 490 | 10650
No activity file was given, so power comes from the tool's default toggle rates.
