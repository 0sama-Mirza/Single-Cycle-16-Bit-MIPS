<file path="flow/design.v">
module Instr_Mem (A,RD,rst);
input rst;
input [15:0]A;
output [15:0]RD;
reg [15:0] mem [1023:0];
assign RD = (~rst) ? {16{1'b0}} : mem[A[15:2]];
initial begin
  mem[0] = 16'b0000100100000100;  
  mem[1] = 16'b0000101100110000;  
  mem[2] = 16'b0001001011010000;  
  mem[3] = 16'b0010001011010000;  
  mem[4] = 16'b0011001011010000;  
  mem[5] = 16'b0000101100110000;  
  mem[6] = 16'b0000000101000010;  
  mem[7] = 16'b0000000000000011;  
end
endmodule
</file>
<file path="flow/run.sh">
#!/bin/bash
# OpenROAD 26Q1-2900-gdf79404cd8, Yosys 0.63+post, stock flow scripts
make -C /OpenROAD-flow-scripts/flow DESIGN_CONFIG=/design/flow/config.mk WORK_HOME=/design/flow/orfs finish
</file>
<file path="flow/config.mk">
export PLATFORM = sky130hd
export DESIGN_NAME = Instr_Mem
export DESIGN_NICKNAME = Instr_Mem
export VERILOG_FILES = /design/flow/design.v
export SDC_FILE = /design/flow/constraint.sdc
export NUM_CORES = 4
export LEC_CHECK = 1
export CORE_AREA = 10 10 70 70
export DIE_AREA = 0 0 80 80
export SYNTH_MEMORY_MAX_BITS = 65536
</file>
<file path="flow/constraint.sdc">
current_design Instr_Mem

set clk_period 1.1
set clk_io_pct 0.2

create_clock -name clk0 -period $clk_period

set non_clock_inputs [all_inputs -no_clocks]
set_input_delay [expr $clk_period * $clk_io_pct] -clock clk0 $non_clock_inputs
set_output_delay [expr $clk_period * $clk_io_pct] -clock clk0 [all_outputs]
</file>
==> flow_summary.toml <==
# implementation run metrics
[outcome]
status = "complete, but fails checks"
violations = "setup timing"

[routing]
viasPerCell = 2.598
avgRoutedWirePerCell_um = 9.948
num_vias = 252
dr.pass1.iters = 2
route.detailed.drc = 0
first_iter_violations = 9
drt_wl_total_um = 965
num_antenna_cells = 0
final_antenna_net_count = 0

[yosys]
synth_area_um2 = 266.5
yosys_warnings = 1
netlist_instances = 34
ys_seq_frac = 0
top_area_cell = "ha_1"
synth_cell_types = 16
area_leaders = "ha_1 (23%), buf_4 (14%), and3_1 (9.4%)"
yosys_area_um2 = 266.5
synth_top_area_share = 0.2347
synth.avg_cell_area_um2 = 7.838
ys_cells = 34

[job]
drv_cap = 0
warnings = 51

[sta]
fin_crit_sh = 1.146
fmax_mhz = 793.6
post-route-min-period_ns = 1.260
fin_hold_ws_ns = 0.8439
hold_viol = 0
rsz0062_at_grt = "yes"
setup_viol = 5
worst_slack_ns = -0.1601
drv_slew = 0

[setup_path]
cpPeakStageDelay_ns = 0.20
crit_required_ns = 0.88
path_max_fanout = 3
crit_chain = "buf_8, inv_8, ha_4, or2b_1, and3_1, buf_2"
critPathKind = "in2out"
start_kind = "input port"
cp_data_arrival_time_ns = 1.04
cp_slowest_cell = "or2b_1"
cp-end-kind = "primary output"

[die]
dieArea_um2 = 6400
die_h_um = 80
fp-utilization = 0.07802
die_w_um = 80
std_cell_rows = 21
core_um2 = 3416
io_pins = 33

[global_route]
grt_overflow = 0
grt_pass1_wl_um = 1607
antenna_found_initial = 0
track_usage = 0.03025
grt_pass1_vias = 296
grt_max_degree = 12

[worst_hold_path]
min_from = "A[4]"
hp-class = "in2out"
holdPathEnd = "RD[6]"
holdPathStages = 4

[power_and_ir_drop]
power.density_nw_per_um2 = 270.7
clkPwrFrac = 0
p_int_mw = 0.08354
finalPower_mw = 0.1439
max-vdd-ir-drop_mv = 0.03190
p_switching_mw = 0.06039
leakage_nw = 0.2574
switching_share = 0.4196
combPwrFrac = 1.000
p_seq_frac = 0

[final_layout]
flops = 0
seq_area_um2 = 0
clockBufferCount = 0
final_area_um2 = 531.8
area_growth_pct = 99.53
drive_above_1_share = 0.6078
n_fill_cell = 394
final_core_util = 0.1557

[placement]
pre_cts_ws_ns = -0.9932
gp_congestion = 0.7453
placement.cell_area_um2 = 473.0
dpl.hpwl_um = 823.1
io_buffers = 16

[cts]
hold_buffers = 0
-- how the worst max path moves through the flow --
stage                 slack [ns]  depth (start not counted)  from  endpoint
after global routing       -0.22                          6  A[2]     RD[8]
after CTS                  -0.17                          6  A[2]     RD[8]
final                      -0.16                          6  A[2]     RD[8]
-- critical path: cells and delay by family --
family | cells | cell delay, ns
buffers and inverters | 3 | 0.27
AND/OR/NAND/NOR | 2 | 0.36
adder cells (fa/ha/maj) | 1 | 0.19
-- per-layer routing --
| metal | share of wire | vias up | global-route usage | routed length (µm) |
|---|---|---|---|---|
| met3 | 0.0021 | 0 | 0 | 2 |
| met2 | 0.65 | 3 | 0.06982 | 632 |
| met5 | 0 | - | 0 | 0 |
| met4 | 0 | 0 | 0 | 0 |
| li1 | - | 133 | - | - |
| met1 | 0.34 | 116 | 0.02900 | 331 |
-- cell type report --
type,instances,area [µm²],share of cell area
Multi-Input combinational cell,28,291.5,0.5482
Timing Repair Buffer,21,160.2,0.3012
Tap cell,46,57.56,0.1082
Inverter,2,22.52,0.04235
-- power by group through the flow --
stage     sequential [mW]  clock, mW  combinational [mW]
6_report                0          0               0.144
4_1_cts                 0          0               0.143
5_1_grt                 0          0               0.163
-- synth_stat cells --
cell and count:
inv_1 2, clkbuf_1 1, buf_6 1, nand2b_4 1, nand2_1 1, and3b_1 1, and3_1 4, buf_4 5
conb_1 1, and2_1 2, nand2b_1 4, ha_1 5, a21boi_2 1, or2b_1 1, a21boi_1 3, mux2i_1 1
-- placed cells by master, fill, tap and decap left out --
cell             count
a21boi_1             2
a21boi_2             2
and2_1               2
and3_1               3
and3_4               1
and3b_1              1
buf_2                9
buf_4                5
buf_6                2
buf_8                2
clkbuf_2             1
clkdlybuf4s15_1      2
conb_1               4
ha_1                 1
ha_4                 4
inv_8                2
mux2i_1              1
nand2_4              1
nand2b_1             3
nand2b_4             2
or2b_1               1
-- timing repair --
| action | CTS | global route |
|---|---|---|
| pin swaps | 9 | 2 |
| buffers inserted | 3 | 0 |
| resized | 75 | 6 |
| endpoints found under the setup margin | 12 | 11 |
| gates cloned | 0 | 0 |
-- per-stage QoR --
stage / instances / TNS, ns
after floorplan: 37 / 0
after global placement: 96 / -9.649
after detailed placement: 96 / -9.865
after CTS: 98 / -0.6588
after global routing: 97 / -0.7576
final: 97 / -0.3656
-- cell families after synthesis --
logic type,Yosys count,synth area share
simple gates,14,0.3615
buf+inv,9,0.2254
fa+ha+maj,5,0.2347
compound gates,4,0.1268
mux,1,0.03756
other cells,1,0.01407
Power figures rest on the tool's default switching activity, not on a simulated workload.
