**flow/run.sh**
```bash
#!/bin/bash
# OpenROAD 26Q1-2900-gdf79404cd8, Yosys 0.63+post, stock flow scripts
make -C /OpenROAD-flow-scripts/flow DESIGN_CONFIG=/design/flow/config.mk WORK_HOME=/design/flow/orfs finish
```
**flow/config.mk**
```make
export PLATFORM = sky130hd
export DESIGN_NAME = Reg_File
export DESIGN_NICKNAME = Reg_File
export VERILOG_FILES = /design/flow/design.v
export SDC_FILE = /design/flow/constraint.sdc
export NUM_CORES = 4
export LEC_CHECK = 1
export CORE_UTILIZATION = 50
```
**flow/constraint.sdc**
```tcl
current_design Reg_File

set clk_period 4.4
set clk_io_pct 0.2

create_clock -name clk0 -period $clk_period [get_ports {clk}]

set non_clock_inputs [all_inputs -no_clocks]
set_input_delay [expr $clk_period * $clk_io_pct] -clock clk0 $non_clock_inputs
set_output_delay [expr $clk_period * $clk_io_pct] -clock clk0 [all_outputs]
```
**flow/design.v**
```verilog
module Reg_File (A1,A2,A3,WD3,WE3,clk,rst,RD1,RD2);
    input [2:0] A1,A2,A3;
    input [15:0] WD3;
    input clk,rst,WE3;
    output [15:0] RD1,RD2;
    reg[15:0] Registers [15:0];
    assign RD1 = (!rst) ? 16'b0000000000000000 : Registers[A1];
    assign RD2 = (!rst) ? 16'b0000000000000000 : Registers[A2];
    always @(posedge clk) begin 
        if (WE3)
            begin
                Registers[A3] <= WD3;
            end
    end
    initial begin
        Registers[0] = 16'b0000000000000000; 
        Registers[1] = 16'b0000000000000001;
        Registers[2] = 16'b0000000000000010;
        Registers[3] = 16'b0000000000000011;
        Registers[5] = 16'b0000000000000101;
        Registers[6] = 16'b0000000000000110;
    end
endmodule
```
==> flow_metrics.env <==
# source this file to load flow results
export IMPL_grt_start_max_net_pins=31
export IMPL_cts_max_path_buffers=2
export IMPL_final_setup_tns_ps=0
export IMPL_rsz0062_at_grt="false"
export IMPL_finalClockPeriodUsage_pct=91.8
export IMPL_slew_violations=0
export IMPL_yosys_mux_area_fraction_pct=22.9
export IMPL_warnings=25
export IMPL_netlist_area_um2=6220
export IMPL_diodes=0
export IMPL_cts_resized_gates=0
export IMPL_synth_cell_types=21
export IMPL_ios=60
export IMPL_maxSlewHeadroom_pct=42.5
export IMPL_fp_util_pct=51.6
export IMPL_seqPwrFrac_pct=45.4
export IMPL_fillers=880
export IMPL_synth_area_top_cells="edfxtp_1, mux4_2, mux2_2"
export IMPL_top_area_share_pct=61.8
export IMPL_viasPerCell=5.74
export IMPL_clock_sinks=128
export IMPL_worst_ep_required_time_ps=3520
export IMPL_min_period_ps=4040
export IMPL_dr_pass1_iters=4
export IMPL_path_class="primary input to output pin"
export IMPL_cts_inserted_buffers=17
export IMPL_h_tree_depth=4
export IMPL_cts_tree="yes"
export IMPL_power_switching_mw=0.655
export IMPL_worstSetupEndpointType="output pin"
export IMPL_instances_no_fill=622
export IMPL_num_rows=40
export IMPL_simple_gate_area_share_pct=1.43
export IMPL_outcome="complete, no violations"
export IMPL_largest_reg_flops=128
export IMPL_grt_pass1_vias=3901
export IMPL_grt_overflow_total=0
export IMPL_worst_path_max_fanout=12
export IMPL_ys_sh_xor_pct=0
export IMPL_seq_area_frac_synth_pct=61.8
export IMPL_swShare_pct=21.2
export IMPL_worst_slew_pin_slew_ps=861
export IMPL_p_int_mw=2.43
export IMPL_gp_congestion=0.805
export IMPL_dr_first_iter_drc_count=204
export IMPL_ys_area_um2=6220
export IMPL_fin_util_pct=63.3
export IMPL_finalSetupViolCount=0
export IMPL_area_growth_pct=22.7
export IMPL_synthCells=362
export IMPL_clock_fmax_ghz=0.248
export IMPL_chipHeight_um=114
export IMPL_antenna_found_initial=0
export IMPL_total_power_mw=3.08
export IMPL_via_count=3572
export IMPL_port_buffers=59
export IMPL_clkPwrFrac_pct=44.8
export IMPL_ys_ff=128
export IMPL_yosysTopAreaCell="edfxtp_1"
export IMPL_hp_class="primary input to register"
export IMPL_power_leakage_nw=2.69
export IMPL_vdd_drop_max_mv=0.295
export IMPL_grt_pass1_wl_mm=21.4
export IMPL_power_density_nw_per_um2=404
export IMPL_reg_largest_list="Registers: 128 flops"
export IMPL_hpwl_mm=8.49
export IMPL_logic_family="multiplexers"
export IMPL_die_w_um=114
export IMPL_wl_per_cell_um=22.0
export IMPL_cts_hold_fix_buffers=0
export IMPL_finalHoldViolCount=0
export IMPL_pwr_share_comb_pct=9.8
export IMPL_top_register="Registers"
export IMPL_place_inst=591
export IMPL_grt_util_all_layers_pct=25.2
export IMPL_core_area_um2=12100
export IMPL_synth_avg_cell_area_um2=17.2
export IMPL_maxCapViolCount=0
export IMPL_cp_start_kind="primary input"
export IMPL_dieArea_um2=12900
export IMPL_cts_setup_buffers=0
export IMPL_clk_pin_slew_ps=60
export IMPL_yosysCellCount=362
export IMPL_arrival_ps=3160
export IMPL_detail_route_antenna_nets=0
export IMPL_drc=0
export IMPL_drt_total_wl_mm=13.7
export IMPL_compound_area_share_pct=8.89
export IMPL_synthAdderAreaFrac_pct=0
export IMPL_clockRootBuffer="clkbuf_16"
export IMPL_drive_gt1_share_pct=30.8
export IMPL_yosysWarnings=1
==> worst paths after layout <==
path,from,end,slack (ps),cells after the start
min,WD3[2],Registers[5][2]$_DFFE_PP_,1200,1
max,A1[1],RD1[11],360,5
==> logic make-up (layout without fill, tap and decap cells) <==
logic type	after synthesis	in the layout
flops	128	128
buf+inv	57	149
mux	96	96
compound gates	64	64
simple gates	17	17
==> metrics by stage <==
| step | setup WS (ps) | hold WS [ps] | area, um2 |
|---|---|---|---|
| after floorplan | 1770 | 979 | 6220 |
| after global placement | 356 | 1610 | 7050 |
| after detailed placement | 318 | 1630 | 7050 |
| after CTS | 290 | 1190 | 7640 |
| after global routing | 264 | 1210 | 7640 |
| final | 361 | 1200 | 7640 |
==> metal layers <==
metal  track usage, %  part of all wire, %
met5                0                    0
met4             2.37                 0.70
met3             13.1                   11
met2             37.0                   48
met1             39.0                   41
==> synth_stat cells (all sizes together) <==
library cell	instances
a221oi	32
buf	18
clkbuf	7
edfxtp	128
inv	32
mux2	32
mux2i	32
mux4	32
nand2	2
nand2b	5
nor2	8
nor3	2
o21ai	32
==> cell type report <==
| type | instances | area [um2] | share of cell area (%) |
|---|---|---|---|
| Clock buffer | 17 | 425 | 5.57 |
| Multi-Input combinational cell | 177 | 2080 | 27.2 |
| Inverter | 32 | 120 | 1.57 |
| Tap cell | 168 | 210 | 2.75 |
| Sequential cell | 128 | 3840 | 50.3 |
| Clock inverter | 14 | 168 | 2.19 |
| Timing Repair Buffer | 86 | 796 | 10.4 |
==> cell usage in the layout, fill, tap and decap left out, types with 4 or more instances in the layout <==
cell type        instances
edfxtp_1               128
o21ai_0                 32
nor2_1                   6
clkbuf_16               17
mux2_2                  32
a221oi_2                18
mux4_1                   6
a221oi_1                14
mux4_2                  26
mux2i_1                 32
buf_4                   26
clkinvlp_4               4
clkdlybuf4s50_1         57
inv_1                   32
==> power by group through the flow <==
stage / logic (mW) / clock network [mW] / registers, mW
after CTS: 0.306 / 1.40 / 1.40
after global routing: 0.328 / 1.46 / 1.40
final: 0.301 / 1.38 / 1.40
==> critical path: stages <==
cell,delay (ps)
clkdlybuf4s50_1,700
nor2_2,800
buf_4,290
a221oi_2,70
clkdlybuf4s50_1,410
Power is estimated from default activity; no workload was simulated.
